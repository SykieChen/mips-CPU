### flow/run.sh
#!/bin/bash
# OpenROAD 26Q1-2900-gdf79404cd8, Yosys 0.63+post, stock flow scripts
make -C /OpenROAD-flow-scripts/flow DESIGN_CONFIG=/design/flow/config.mk WORK_HOME=/design/flow/orfs finish
### flow/design.v
module gpr(clk,reset,rs,rt,rw,busw,regwr,busa,busb);
input clk,reset,regwr;
input [4:0] rs,rt,rw;
input [31:0] busw;
output reg [31:0] busa,busb;
reg [31:0] register[31:0];
integer i;
always @(posedge clk or posedge reset)
begin
	if(reset)
		for(i=0;i<32;i=i+1)
			register[i]<=32'b0; 
	else begin
		busa<=register[rs];
		busb<=register[rt];
		if(regwr && (rw!=5'b0))
			register[rw]<=busw;
	end
end
endmodule   
### flow/constraint.sdc
current_design gpr

set clk_period 2.3
set clk_io_pct 0.2

create_clock -name clk0 -period $clk_period [get_ports {clk}]

set non_clock_inputs [all_inputs -no_clocks]
set_input_delay [expr $clk_period * $clk_io_pct] -clock clk0 $non_clock_inputs
set_output_delay [expr $clk_period * $clk_io_pct] -clock clk0 [all_outputs]
### flow/config.mk
export PLATFORM = sky130hd
export DESIGN_NAME = gpr
export DESIGN_NICKNAME = gpr
export VERILOG_FILES = /design/flow/design.v
export SDC_FILE = /design/flow/constraint.sdc
export NUM_CORES = 4
export LEC_CHECK = 1
export CORE_UTILIZATION = 30
==> notes.md <==
run metrics: Hold Violations, Final=0, max-slew violation count=0, Critical Path RT=1.84 ns, placed cell count=7,331, setup ws final=0.04082 ns, Ys Warns=2, Net Sw Frac=29.41%, synthesized cell area=0.05316 mm^2, IO buf count=113, via count=47,460, Routed WL=312.6 mm, Crit path max-delay family=buffers and inverters, r2r setup slk=0.06 ns, Placer Congestion=1.072, Area Overhead vs Synth=31.65%, asr flop ratio synth=94.12%, Mapped Cells=4,468, Yosys Instances=4,468, non-filler cells, final=7,587, layout cells sized above 1=41.56%, Worst Setup Path Type=register to output pin, RSZ-0062 raised after global routing=no, dpl cell area=0.06525 mm^2, overall routing resource usage=36.00%, VDD IR max=0.4438 mV, hold crit path type=input pin to async pin, chip area=0.1789 mm^2, Late-Pin Clk Latency=0.82 ns, fp_density=30.19%, clock power share=39.5%, root cell of the clock tree=clkbuf_16, CP max stage delay=0.51 ns, Tool Warnings=27, min Tclk post-route=2.259 ns, Sw Pwr=16,910 uW, Distinct cells, synth=66, Longest Clk Path Bufs=3, flip-flops with a built-in enable=64, initial antenna violation count=11, Final ANT Viol Nets=0, CP bufs+invs=1, setup slack after placement=-0.7795 ns, core box area=0.1761 mm^2, worst relative slew slack=26.09%, share of power burned in registers=46.7%, crit path cell chain=clkdlybuf4s50_1, internal cell power=40,590 uW, TritonCTS buffer count=133, outcome=finished, final reports clean, Final Cell Area=0.06999 mm^2, register share after synthesis=51.82%, yosys stat area=0.05316 mm^2, critical path's slowest cell=clkdlybuf4s50_1, Final HPWL DP=220.7 mm, GRT overflow=0, CP Capture Type=output pin, Power Density=821.5 mW/mm^2, Main synth FF type=dfrtp_1, DR pass1 iterations=23, DRC viols=0, largest net degree at the start of global routing=51, CTS tree=built, Final Cycle Share=98.23%, Die Wd=423.0 um, IO Count=114, worst slew pin tran=1.100 ns, f_max=442.6 MHz, Worst-path clk slew=0.06 ns, 1st-iter DRT viols=5,328, Avg Inst Size Synth=11.90 um^2, H-tree lvl count=4, setup violators final=0, global-route wire length before repair=422.1 mm, max-cap viol count=0, arrival time worst endpoint=1.80 ns, die height=423.0 um, CTS sink cnt=1,088, combinational power share=13.8%, number of global-route vias before repair=47,580, Synthesized registers=1,088, Leak=0.03071 uW, Startpoint Class=register, vias per cell=6.256, Routed WL per cell=41.20 um, Placement Rows=154, worst-path maximum fanout=1, skew final=0.02804 ns
## Yosys cell counts, types with 6 or more instances
library cell / instances / area, um^2
buf_4: 15 / 112.6
nor2_2: 11 / 68.82
a22oi_1: 793 / 5953
edfxtp_1: 64 / 1922
a2bb2oi_1: 6 / 52.55
o22ai_1: 8 / 50.05
mux2i_1: 41 / 410.4
a211oi_1: 7 / 52.55
and3_1: 13 / 81.33
buf_1: 51 / 191.4
a221oi_1: 15 / 131.4
a222oi_1: 22 / 220.2
mux2_1: 38 / 427.9
inv_1: 8 / 30.03
a32oi_1: 21 / 183.9
buf_2: 127 / 635.6
mux2_2: 967 / 10890
clkbuf_1: 263 / 987.2
nor4_1: 32 / 200.2
o21ai_0: 28 / 140.1
or4_1: 6 / 45.04
nand2b_1: 18 / 112.6
nand2_1: 239 / 897.1
nand3_1: 61 / 305.3
or3_1: 11 / 68.82
and2_1: 7 / 43.79
o32a_1: 15 / 150.1
nand4_1: 97 / 606.8
a2111oi_0: 7 / 61.31
nor2b_1: 19 / 118.9
a22o_1: 20 / 175.2
dfrtp_1: 1024 / 25620
a31oi_1: 13 / 81.33
a21oi_1: 89 / 445.4
nor2_1: 170 / 638.1
nor3_1: 63 / 315.3
and4_1: 7 / 61.31
## layout by cell type, fill, tap and decap left out, types with 8 or more instances in the layout
| master | n |
|---|---|
| buf_2 | 9 |
| nand3_1 | 60 |
| nor2_4 | 72 |
| clkdlybuf4s50_1 | 98 |
| o32a_1 | 15 |
| a222oi_1 | 22 |
| mux2i_1 | 39 |
| buf_4 | 637 |
| nand2b_1 | 15 |
| mux2_1 | 38 |
| a21oi_1 | 89 |
| a22oi_1 | 792 |
| clkbuf_1 | 30 |
| or3_1 | 10 |
| nor2b_1 | 16 |
| bufinv_16 | 12 |
| and3_1 | 11 |
| nand2_2 | 11 |
| nand2_1 | 229 |
| nor3_1 | 63 |
| o21ai_0 | 28 |
| dfrtp_1 | 1023 |
| nor2_1 | 112 |
| a31oi_1 | 13 |
| a221oi_1 | 15 |
| nor4_1 | 32 |
| diode_2 | 9 |
| edfxtp_1 | 64 |
| a32oi_1 | 21 |
| nand4_1 | 97 |
| a22o_1 | 20 |
| clkbuf_8 | 31 |
| buf_12 | 236 |
| clkbuf_16 | 136 |
| mux2_2 | 967 |
| o22ai_1 | 8 |
| clkinv_2 | 13 |
## layout make-up
type                       instances  area (um^2)
timing repair buffer             985        10580
sequential                      1088        27550
inverter                           8        33.78
tap                             2340         2928
multi-input combinational       2911        24200
antenna                            9        22.52
fill                           16520       106100
clock inverter                    49        734.5
clock buffer                     197         3943
## metrics by stage
| stage | hold slack [ns] | power, uW | TNS, ns | util [%] |
|---|---|---|---|---|
| 2_1_floorplan | 0.4514 | 30030 | - | - |
| 3_3_place_gp | 0.3872 | 34650 | -147.77 | 37.05 |
| 3_5_place_dp | 0.3905 | 34750 | -149.64 | 37.05 |
| 4_1_cts | 0.06792 | 57380 | 0 | 39.70 |
| 5_1_grt | 0.08609 | 59170 | 0 | 39.73 |
| 6_report | 0.07752 | 57490 | 0 | 39.74 |
## per-layer routing
metal	GRT usage [%]	share of wire, %	routed length [um]	vias to the layer above
li1	-	-	-	18460
met1	46.05	37	116800	24340
met2	49.56	42	130000	3453
met3	18.21	13	42030	1196
met4	20.45	7.6	23730	8
met5	0.2957	0.034	106	-
## logic make-up after synthesis
kind of cell           after synthesis  synth area share (%)
DFF                               1088                 51.82
AOI/OAI and AO/OA                 1076                 15.01
and+or+nand+nor                    789                 7.324
buffers and inverters              469                 3.787
muxes                             1046                 22.06
## sequential cells by signal (all words and copies together), names as in the netlist
| register | count |
|---|---|
| busa | 32 |
| busb | 32 |
| register | 1024 |
## what timing repair did
item                                    CTS  global route
hold buffers                              0             0
pin swaps                                 0             3
endpoints found under the setup margin    5             3
setup buffers                             0             1
gates resized                             5             6
## worst paths after layout
check	start	to	cells after the start
max reg2reg	register[5][25]	busb[25]	5
max	busa[7]	busa[7]	1
min in group clk0	register[0][16]	register[0][16]	0
min reg2reg	register[0][16]	register[0][16]	0
min	reset	register[24][30]	3
max in group asynchronous	reset	register[18][16]	5
## power by group through the flow
stage	clock network (uW)	logic, uW	registers, uW
finish	22700	7950	26800
CTS	22900	7840	26700
global route	23600	8440	27100
## worst min-delay path: cells and delay by family
| family | cells | cell delay [ns] |
|---|---|---|
| buffers and inverters | 3 | 0.76 |
Power is estimated from default activity; no workload was simulated.
